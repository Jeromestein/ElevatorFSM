==> flow/design.v <==
module Buf (
    input clk, rst_n, done,
    input [2:0] din,
    output qEmpty,
    output [2:0] dout    
);
    reg [5:0] buffer;
    reg [2:0] in, out;
    parameter [2:0] _1U = 3'b001, _2U = 3'b010, _3U = 3'b011,
                    _2D = 3'b110, _3D = 3'b111, _4D = 3'b100,
                    _NONE = 3'b000;  
    always @(posedge clk ) begin
        if (!rst_n) begin
            buffer <= 6'b000000;
        end else begin
            case (din)
                _1U: buffer[5] <= 1;
                _2U: buffer[4] <= 1;
                _3U: buffer[3] <= 1;
                _2D: buffer[2] <= 1;
                _3D: buffer[1] <= 1;
                _4D: buffer[0] <= 1;
                default:  buffer <= buffer;
            endcase 
        end
        if (done) begin
            casex (buffer) 
                6'b1?????: begin
                    out = _1U;
                    buffer[5] <= 0;
                end
                6'b01????: begin
                    out = _2U;
                    buffer[4] <= 0;
                end
                6'b001???: begin
                    out = _3U;
                    buffer[3] <= 0;
                end
                6'b0001??: begin
                    out = _2D;
                    buffer[2] <= 0;
                end
                6'b00001?: begin
                    out = _3D;
                    buffer[1] <= 0;
                end
                6'b000001: begin
                    out = _4D;
                    buffer[0] <= 0;
                end
                default: out = _NONE;
            endcase
        end else begin
            out = _NONE;
        end   
    end
    assign dout = out;
    assign qEmpty = (buffer == 6'b000000)? 1 : 0;
endmodule
module E_FSM (
    input clk_Buf, clk_FSM, rst_n,
    input [2:0] din,
    output [1:0] dout
);
    wire done_LiftFSM_to_Buf;
    wire qEmpty_Buf_to_LiftFSM;
    wire [2:0] data_Buf_to_LiftFSM;
    Buf InputBuf (
        clk_Buf, rst_n, done_LiftFSM_to_Buf, 
        din, 
        qEmpty_Buf_to_LiftFSM, 
        data_Buf_to_LiftFSM
    );
    LiftFSM FSM (
        clk_FSM, rst_n, qEmpty_Buf_to_LiftFSM,
        data_Buf_to_LiftFSM,
        done_LiftFSM_to_Buf,
        dout
    );      
endmodule
module LiftFSM (
    input clk, rst_n, qEmpty,
    input [2:0] din,
    output done,
    output [1:0] dout
);
    reg [2:0] in;
    reg [1:0] out;
    reg [3:0] crt_state;
    reg [3:0] nxt_state;
    parameter [3:0] S1 = 4'b0001, S2 = 4'b0010, S3 = 4'b0011, S4 = 4'b0100,
                    S12 = 4'b1001, S21 = 4'b1101,
                    S23 = 4'b1010, S32 = 4'b1110,
                    S34 = 4'b1011, S43 = 4'b1111;
    parameter [2:0] _1U = 3'b001, _2U = 3'b010, _3U = 3'b011,
                    _2D = 3'b110, _3D = 3'b111, _4D = 3'b100,
                    _NONE = 3'b000; 
    parameter [1:0] UP = 2'b00, DOWN = 2'b01, STAY = 2'b10;
    always @(posedge clk ) begin
        if (!rst_n) begin
            crt_state <= S1;            
        end else begin
            crt_state <= nxt_state;            
        end  
    end
    always @(crt_state, din) begin
        if (qEmpty && done) begin
            nxt_state = crt_state;
        end else begin
            if (done) begin
                in = din;
            end 
            case (crt_state)
                S1: begin
                    case (in)
                        _1U: nxt_state = S2;
                        _2U: nxt_state = S23;
                        _3U: nxt_state = S34;
                        _2D: nxt_state = S21;
                        _3D: nxt_state = S32;
                        _4D: nxt_state = S43;
                        default: nxt_state = crt_state;
                    endcase
                end
                S2: begin
                    case (in)
                        _1U: nxt_state = S12;
                        _2U: nxt_state = S3;
                        _3U: nxt_state = S34;
                        _2D: nxt_state = S1;
                        _3D: nxt_state = S32;
                        _4D: nxt_state = S43;
                        default: nxt_state = crt_state;
                    endcase
                end
                S3: begin
                    case (in)
                        _1U: nxt_state = S12;
                        _2U: nxt_state = S23;
                        _3U: nxt_state = S4;
                        _2D: nxt_state = S21;
                        _3D: nxt_state = S2;
                        _4D: nxt_state = S43;
                        default: nxt_state = crt_state;
                    endcase
                end
                S4: begin
                    case (in)
                        _1U: nxt_state = S12;
                        _2U: nxt_state = S23;
                        _3U: nxt_state = S34;
                        _2D: nxt_state = S21;
                        _3D: nxt_state = S32;
                        _4D: nxt_state = S3;
                        default: nxt_state = crt_state;
                    endcase
                end
                S12: nxt_state = S2;
                S21: nxt_state = S1;
                S23: nxt_state = S3;
                S32: nxt_state = S2;
                S34: nxt_state = S4;
                S43: nxt_state = S3;
                default: ;
            endcase                     
        end            
        if (crt_state[3] == 1) begin
            out = (crt_state[2] == 0)? UP : DOWN;
        end else begin
            if (qEmpty && done && crt_state == nxt_state) begin
                out = STAY;
            end else begin
                case (crt_state)
                    S1: begin
                        case (in)
                            _1U: out = UP;
                            _2U: out = UP;
                            _3U: out = UP;
                            _2D: out = UP;
                            _3D: out = UP;
                            _4D: out = UP;
                            default: out = STAY;
                        endcase
                    end
                    S2: begin
                        case (in)
                            _1U: out = DOWN;
                            _2U: out = UP;
                            _3U: out = UP;
                            _2D: out = DOWN;
                            _3D: out = UP;
                            _4D: out = UP;
                            default: out = STAY;
                        endcase
                    end
                    S3: begin
                        case (in)
                            _1U: out = DOWN;
                            _2U: out = DOWN;
                            _3U: out = UP;
                            _2D: out = DOWN;
                            _3D: out = DOWN;
                            _4D: out = UP;
                            default: out = STAY;
                        endcase
                    end
                    S4: begin
                        case (in)
                            _1U: out = DOWN;
                            _2U: out = DOWN;
                            _3U: out = DOWN;
                            _2D: out = DOWN;
                            _3D: out = DOWN;
                            _4D: out = DOWN;
                            default: out = STAY;
                        endcase
                    end
                    default: out = STAY;
                endcase 
            end             
        end    
    end
    assign done = ~nxt_state[3];
    assign dout = out;
endmodule
==> flow/run.sh <==
#!/bin/bash
# OpenROAD 26Q1-2900-gdf79404cd8, Yosys 0.63+post, stock flow scripts
make -C /OpenROAD-flow-scripts/flow DESIGN_CONFIG=/design/flow/config.mk WORK_HOME=/design/flow/orfs finish
==> flow/config.mk <==
export PLATFORM = sky130hd
export DESIGN_NAME = E_FSM
export DESIGN_NICKNAME = E_FSM
export VERILOG_FILES = /design/flow/design.v
export SDC_FILE = /design/flow/constraint.sdc
export NUM_CORES = 4
export LEC_CHECK = 1
export CORE_AREA = 10 10 99 99
export DIE_AREA = 0 0 109 109
==> flow/constraint.sdc <==
current_design E_FSM

set clk_period 3.2
set clk_io_pct 0.2

create_clock -name clk0 -period $clk_period [get_ports {clk_Buf}]
create_clock -name clk1 -period $clk_period [get_ports {clk_FSM}]

set non_clock_inputs [all_inputs -no_clocks]
set_input_delay [expr $clk_period * $clk_io_pct] -clock clk0 $non_clock_inputs
set_output_delay [expr $clk_period * $clk_io_pct] -clock clk0 [all_outputs]
==> summary.txt <==
fresh numbers from the pnr run: Worst setup EP type output port, HP Class flip-flop to flip-flop, Sw Pwr between 0.1 and 0.15 mW, flops & latches, synth 20, Int Pwr around 0.4 mW, HPWL after detailed placement between 2000 and 2500 µm, top cells by area dfxtp_1 (22%), dlxtn_1 (8.9%), nor2_1 (6.0%), Comb pwr share 0.214, PD cells 378 mW/mm², Vias about 1100, CTS Hold Buffers Added 0, Setup Skew ~0.0035 ns, crit path DRT between 2 and 3 ns, outcome finished, final reports clean, top logic cells by instance count in the layout nor2_1 (19), a21oi_1 (12), dfxtp_1 (11), o21ai_0 (9), nand2_1 (9), antenna-violating nets left 0, fp util 0.153, Async SR Flop Fraction 0, GR Util All Layers 0.0494, clock share of power 0.421, Top cell excl fill/tap nor2_1, Hold Crit Start InputBuf.buffer[3]$_DFF_P_, Yosys Warn Count 19, drt pass-1 iters 4, setup ws final between 0.3 and 0.4 ns, number of synthesized flops with an enable pin 0, Critical Path Start Type flip-flop, total of max-cap violations 0, Vias/cell 4.28, Rows 32, vias in the first global route roughly 1000, Syn Area/Cell between 7 and 8 µm², main flop type dfxtp_1, # port buffers 6, Final Wtd Congestion about 0.90, Chip Width 109 µm, post-synthesis cell area between 0.001 and 0.0015 mm², pin slew with the least headroom to its limit 0.712 ns, die y size 109 µm, initial antenna violation count 0, max-slew violation count 0, Seq pwr share 0.365, GR Overflow Total 0, synth unique cells ~44, total wire length ~2800 µm, worst vdd rail ir drop around 0.14 mV, routed len/inst approximately 11 µm, reg2reg start InputBuf.buffer[5]$_DFF_P_, Max FO, Critical Path 7, Die Size 0.0119 mm², setup repair bufs after CTS 0, Fin Setup TNS 0 ns, Static Leak about 0.55 nW, residual DRC count 0, Slew headroom 0.523, critical path type flip-flop to output port, total tool warning count 26, Ant. Diodes 0, area reported by Yosys stat approximately 0.0012 mm², Top-area cell share 0.220, Setup WS pre-CTS ~0.29 ns, final setup vio count 0, endpoints left unconstrained 7, Layout Area Growth over Synthesis 22.6%, Fin. Hold Viols 0, Synth Instances roughly 150, TritonCTS clock tree built, register pins left without a clock 7, first-pass GRT wire length ~4900 µm, DRT iter0 DRCs ~57, largest net degree at the start of global routing 17, Design Power approximately 0.55 mW, share of cells above drive strength 1 0.0994, Yosys Instances between 150 and 200, Worst setup startpoint InputBuf.buffer[3]$_DFF_P_, crit path DAT between 2 and 2.5 ns, switching share of total power 0.268, io pins 8, RSZ-0062 raised after global routing false, register clock-pin slew on the reported worst setup and hold paths roughly 0.040 ns, area leader, netlist dfxtp_1, core area 0.00773 mm²
-- Yosys cell counts (2+ instances only) --
| master | instances |
|---|---|
| buf_2 | 2 |
| a31oi_1 | 3 |
| o311ai_1 | 2 |
| nand2b_1 | 5 |
| inv_1 | 8 |
| a311oi_1 | 2 |
| mux2i_1 | 5 |
| nand3_1 | 3 |
| a21boi_1 | 2 |
| o21ai_0 | 9 |
| mux2_2 | 3 |
| a211oi_1 | 3 |
| nand2_1 | 9 |
| nor2b_1 | 2 |
| a21oi_1 | 12 |
| nor3_1 | 7 |
| clkbuf_1 | 6 |
| xnor2_1 | 3 |
| nor4b_1 | 3 |
| dlxtn_1 | 7 |
| and2_1 | 4 |
| dfxtp_1 | 13 |
| nor2_1 | 19 |
| a211o_1 | 2 |
-- power groups by stage --
stage     clock network, mW  registers, mW  logic [mW]
4_1_cts               0.239          0.201       0.116
5_1_grt               0.252          0.203       0.131
6_report              0.231          0.201       0.117
-- layer usage --
layer,track usage,part of all wire
met1,0.0709,0.50
met4,0.00565,0.0021
met2,0.0681,0.41
met5,0,0
met3,0.0221,0.091
-- state kept, by name, summed over array words and instances (netlist names) --
signal	cells
InputBuf.buffer	6
FSM.crt_state	4
FSM.nxt_state	4
FSM.in	3
InputBuf.out	3
-- final timing paths --
kind	to	slack [ns]	cells past startpoint
min	InputBuf.buffer[3]$_DFF_P_	0.48	1
max in group clk1	FSM.crt_state[3]$_SDFF_PN0_	2.01	2
min reg2reg	InputBuf.buffer[3]$_DFF_P_	0.48	1
max reg2reg	InputBuf.buffer[2]$_DFF_P_	1.88	4
max	dout[0]	0.39	7
min in group clk1	FSM.crt_state[0]$_SDFF_PN1_	1.02	2
-- kinds of logic after synthesis --
kind of cell / Yosys count / synth area share
xor+xnor: 4 / 0.0296
buf+inv: 16 / 0.0528
flops: 13 / 0.220
latches: 7 / 0.0887
compound gates: 47 / 0.274
mux: 8 / 0.0707
simple gates: 59 / 0.265
-- worst max-delay path: stages, from the launching register on --
cell and delay [ns]:
dfxtp_4 0.36, nor4_4 0.45, nand2_2 0.10, o311a_1 0.36, a211o_1 0.27, a21bo_1 0.19, o22ai_2 0.10, dlymetal6s2s_1 0.11
-- cell type report --
class / instances / area (µm²)
flip-flops and latches: 20 / 370
clock buffers: 7 / 86.3
well taps: 102 / 128
multi-input cells: 118 / 757
inverters: 8 / 30.0
repair buffers: 8 / 81.3
fillers: 861 / 6270
-- through the flow --
stage | hold WS, ns | instances | utilization | area (µm²)
4_1_cts | 0.554 | 263 | 0.187 | 1440
3_5_place_dp | 0.547 | 256 | 0.175 | 1360
3_3_place_gp | 0.537 | 256 | 0.175 | 1360
2_1_floorplan | 0.496 | 154 | - | 1180
5_1_grt | 0.494 | 263 | 0.188 | 1450
6_report | 0.483 | 263 | 0.188 | 1450
-- repair_timing --
action,4_1_cts,5_1_grt
hold endpoints to repair,0,0
setup endpoints to repair,0,1
gates resized,0,5
No activity file was given, so power comes from the tool's default toggle rates.
